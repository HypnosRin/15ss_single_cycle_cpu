==> flow/design.v <==
module alu (
	operator,
	operand0,
	operand1,
	ret,
	overflow,
	zero
);
	input [3:0] 	operator;
	input [31:0] 	operand0;
	input [31:0]	operand1;
	output [31:0]	ret;
	output 			overflow;
	output			zero;
	reg [31:0] 		ret;
	reg  			overflow;
	reg 			zero;
	always @(operator)
	begin
		case (operator)
			4'b0000:  
			begin
				ret 		= operand0 & operand1;
				overflow 	= 0;
				zero 		= (ret == 0) ? 1 : 0;
			end
			4'b0001:  
			begin
				ret 		= operand0 | operand1;
				overflow 	= 0;
				zero 		= (ret == 0) ? 1 : 0;
			end
			4'b0010:  
			begin
				ret 		= operand0 + operand1;
				overflow 	= 0;
				zero 		= (ret == 0) ? 1 : 0;
			end
			4'b0011:  
			begin
				ret 		= operand0 ^ operand1;
				overflow 	= 0;
				zero 		= (ret == 0) ? 1 : 0;
			end
			4'b0100:  
			begin
				ret 		= ~(operand0 | operand1);
				overflow 	= 0;
				zero 		= (ret == 0) ? 1 : 0;
			end
			4'b0110:  
			begin
				ret 		= operand0 - operand1;
				overflow 	= 0;
				zero 		= (ret == 0) ? 1 : 0;
			end
			4'b0111:  
			begin
				ret 		= (operand0 < operand1) ? -1 : 0;
				overflow 	= 0;
				zero 		= (ret == 0) ? 1 : 0;
			end
			4'b1000:  
			begin
				ret 		= operand0 << operand1;
				overflow 	= 0;
				zero 		= (ret == 0) ? 1 : 0;
			end
			4'b1001:  
			begin
				ret 		= operand0 >> operand1;
				overflow 	= 0;
				zero 		= (ret == 0) ? 1 : 0;
			end
			4'b1010:  
			begin
				ret 		= operand0 >>> operand1;
				overflow 	= 0;
				zero 		= (ret == 0) ? 1 : 0;
			end
			4'b1011:  
			begin
				ret 		= operand0 + operand1;
				if ((operand0 >= 0 && operand1 >= 0 && ret < 0) || (operand0 < 0 && operand1 < 0 && ret >= 0))
				begin
					overflow = 1;
				end else 
				begin
					overflow = 0;
				end
				zero 		= (ret == 0) ? 1 : 0;
			end
			4'b1100:  
			begin
				ret 		= operand0 - operand1;
				if ((operand0 >= 0 && operand1 < 0 && ret < 0) || (operand0 < 0 && operand1 > 0 && ret >= 0))
				begin
					overflow = 1;
				end else
				begin
					overflow = 0;
				end
				zero 		= (ret == 0) ? 1 : 0;
			end
			default:
			begin
				zero 		= 0;
				overflow 	= 0;
			end
		endcase
	end
endmodule
==> flow/run.sh <==
#!/bin/bash
# OpenROAD 26Q1-2900-gdf79404cd8, Yosys 0.63+post, stock flow scripts
make -C /OpenROAD-flow-scripts/flow DESIGN_CONFIG=/design/flow/config.mk WORK_HOME=/design/flow/orfs finish
==> flow/config.mk <==
export PLATFORM = sky130hd
export DESIGN_NAME = alu
export DESIGN_NICKNAME = alu
export VERILOG_FILES = /design/flow/design.v
export SDC_FILE = /design/flow/constraint.sdc
export NUM_CORES = 4
export LEC_CHECK = 1
export CORE_UTILIZATION = 50
==> flow/constraint.sdc <==
current_design alu

set clk_period 11.3
set clk_io_pct 0.2

create_clock -name clk0 -period $clk_period

set non_clock_inputs [all_inputs -no_clocks]
set_input_delay [expr $clk_period * $clk_io_pct] -clock clk0 $non_clock_inputs
set_output_delay [expr $clk_period * $clk_io_pct] -clock clk0 [all_outputs]
==> out/qor.txt <==
DRT antenna net count -> 0
Count of unclocked register or latch pins -> 32
Worst EP arrival -> 7110 ps
Setup crit start kind -> input pin
Min Tclk post-route -> 9370 ps
Hold crit path type -> in2out
Number of antenna violations at the first check in global routing -> 1
# setup viols final -> 0
Largest net degree at the start of global routing -> 63
Flip-flops with a built-in enable -> 0
# rows -> 54
First-pass GRT wire length -> 78.1 mm
Max-slew violations -> 0
Cell variety after synth -> 99
Synthesis-to-layout area growth -> 9.01%
Fmax achieved -> 107 MHz
Tool warnings -> 98
Crit share post-route -> 83.0%
Vias in the first global route -> 12,231
Mapped Cells -> 1,524
Share of cells above drive strength 1 -> 9.68%
Pwr Density -> 54.9 nW/µm²
1st-iter DRT viols -> 1,553
Most used flip-flop cell -> dlxtn_1
Final Hold Vio Count -> 0
Die Ht -> 151 µm
Core area -> 21,800 µm²
Critical path class -> in2out
Hold WS -> 6130 ps
Endpoints left unconstrained -> 64
Synthesized area -> 11,100 µm²
Fin Setup TNS -> 0 ps
I/O Buffers -> 101
Avg Cell Area, Syn -> 7.27 µm²
DIE AREA -> 22,800 µm²
RSZ-0062 raised after global routing -> no
Critical path data required time -> 9040 ps
WL final -> 52.8 mm
Synth warnings -> 1
Ys cells -> 1,524
Hold Buf Count CTS -> 0
Yosys chip area -> 11,100 µm²
Status -> complete, no violations
I/O pins -> 102
Largest register FFs -> 32
Drc violations -> 0
Routability congestion estimate -> 1.11
Worst-path fanout max -> 17
Fin util -> 55.5%
P_leak -> 0.00461 µW
Total gr overflow -> 0
Floorplan Utilization -> 50.9%
Ys flops -> 32
Global router's overall resource usage -> 48.1%
Die Wd -> 151 µm
WL/cell -> 29.0 µm
DP HPWL -> 42.3 mm
DR pass1 iterations -> 22
Vias after detailed routing -> 13,193
Post-cts resize count -> 0
MaxCap Viol Count -> 0
Slew @ Worst Pin -> 840 ps
N_diodes -> 0
Vias per inst -> 7.25
Endpoint type of the worst setup path -> primary output
Relative slew slack -> 43.6%
Post-CTS Setup Inserts -> 0
Worst VDD drop -> 0.0402 mV
Async SR Flop Fraction -> 0%
## power by group
group          switching, µW  leakage (µW)  internal [µW]
Combinational            413       0.00436            235
Clock                      0             0              0
Sequential              1.26      0.000257           14.2
Total                    414       0.00461            250
## critical path, stage by stage
cell and delay (ps):
clkdlybuf4s50_1 460, buf_4 240, clkinv_1 370, ha_1 650, o21ai_0 260, nor4_1 560, a22oi_1 300, nand2_1 130
nor2_1 110, xnor2_1 140, or3_1 310, nor4_1 480, nand4_1 210, nand3_1 150, clkdlybuf4s50_1 470
## path summary, 6_finish.rpt
| path | slack, ps | cells past startpoint | to | startpoint |
|---|---|---|---|---|
| worst max-delay path | 1930 | 15 | zero | operand1[4] |
| worst min-delay path | 6130 | 8 | zero | operand1[26] |
## stage by stage
stage                     std cells  area [µm²]  setup WS, ps  power [µW]
after floorplan                1524       11100          3610         428
after global placement         1819       12100          2150         639
after detailed placement       1819       12100          2190         634
after CTS                      1819       12100          2150         639
after global routing           1819       12100          1760         701
final                          1819       12100          1930         664
## kinds of logic (layout without fill, tap and decap cells)
family,count (synthesis),count (layout),synth area share (%)
AOI/OAI and AO/OA,473,473,30.3
xor gates and xnor gates,48,48,3.79
adders and majority gates,99,99,11.3
buffers and inverters,206,221,8.23
latches,32,32,4.34
muxes,133,133,18.5
other,1,1,0.0338
and+or+nand+nor,532,532,23.5
## cell usage in the layout (no fill, tap or decap), types with 14 or more instances in the layout
cell type        instances
nand2_1                131
xnor2_1                 36
nand4_1                 27
o211ai_1                26
nor4_1                  45
and2_1                  14
a211oi_1                20
a31oi_1                 29
dlxtn_1                 32
mux4_2                  54
nor2_1                 157
ha_1                    97
clkdlybuf4s50_1         98
a221oi_1                34
nor3_1                  31
buf_4                   27
inv_1                   87
o221ai_1                18
a21oi_1                110
mux2_2                  27
nand3_1                 42
o21ai_0                 74
mux2i_1                 47
nand2b_1                22
## layout make-up
type | count | area, µm²
sequential | 32 | 480
inverter | 94 | 353
multi-input combinational | 1286 | 9700
timing repair buffer | 127 | 1190
tap | 280 | 350
fill | 2065 | 9670
## Yosys cell counts, types with 5 or more instances
master | number | area [µm²]
nor2_1 | 157 | 589
nand2_1 | 131 | 492
a21oi_1 | 110 | 551
ha_1 | 97 | 1210
inv_1 | 88 | 330
o21ai_0 | 74 | 370
clkbuf_1 | 56 | 210
mux4_2 | 54 | 1220
mux2i_1 | 47 | 470
nor4_1 | 45 | 282
nand3_1 | 42 | 210
buf_2 | 36 | 180
xnor2_1 | 36 | 315
a221oi_1 | 34 | 298
dlxtn_1 | 32 | 480
nor3_1 | 31 | 155
a31oi_1 | 29 | 181
mux2_2 | 27 | 304
nand4_1 | 27 | 169
o211ai_1 | 26 | 195
nand2b_1 | 22 | 138
a211oi_1 | 20 | 150
o221ai_1 | 18 | 158
and2_1 | 14 | 87.6
nor2b_1 | 12 | 75.1
o22ai_1 | 12 | 75.1
xor2_1 | 12 | 105
a221o_1 | 11 | 110
a22oi_1 | 11 | 82.6
o21bai_1 | 11 | 82.6
o21ai_1 | 10 | 50.1
o31ai_1 | 10 | 75.1
or3_1 | 10 | 62.6
buf_6 | 9 | 101
and3_1 | 7 | 43.8
buf_4 | 7 | 52.6
o21a_1 | 7 | 52.6
a311o_1 | 6 | 60.1
a41oi_1 | 6 | 52.6
o22a_1 | 5 | 43.8
## routing by layer
metal  wire (µm)  global-route usage [%]  vias to the layer above
met5           0                    1.14                        -
met4        3550                    24.0                        0
met3        7270                    17.3                      203
met2       21500                    69.2                     1052
met1       20500                    63.7                     6093
li1            -                       -                     5845
No activity file was given, so power comes from the tool's default toggle rates.
