File: /design/flow/design.v
module ctrlunit (
	inst,
	datamem_wren,
	regfile_wren,
	regfile_dmux,
	regfile_rmux,
	alu_mux,
	alu_ctrl,
	alu_zero,
	pc_ctrl
);
	input [31:0]	inst;
	input 			alu_zero;
	output [3:0] 	datamem_wren;
	output 			regfile_wren;
	output 			regfile_dmux;
	output 			regfile_rmux;
	output 			alu_mux;
	output [3:0]	alu_ctrl;
	output [2:0]	pc_ctrl;
	reg [3:0]		datamem_wren;
	reg				regfile_wren;
	reg 			regfile_dmux;
	reg 			regfile_rmux;
	reg 			alu_mux;
	reg [3:0]		alu_ctrl;
	reg [2:0] 		pc_ctrl;
	reg [25:0]		addr;
	reg [5:0]		func;
	reg [15:0]		imm;
	reg [4:0]		rs;
	reg [4:0] 		rt;
	reg [4:0]		rd;
	reg [4:0] 		shift;
	reg [2:0]		type;
	wire [5:0]		op;
	assign op = inst[31:26];
	always @(inst)
	begin
		if (op == 6'b000000)  
		begin
			addr 	= 26'b00000000000000000000000000;
			imm 	= 16'b0000000000000000;
			rs 		= inst[25:21];
			rt 		= inst[20:16];
			rd 		= inst[15:11];
		    shift	= inst[10:6];
			func 	= inst[5:0];
			type 	= 3'b001;
		end else if (op == 6'b000010 || op == 6'b000011)  
		begin
			addr 	= inst[25:0];
			imm 	= 16'b0000000000000000;
			rs 		= 5'b00000;
			rt 		= 5'b00000;
			rd 		= 5'b00000;
			shift 	= 5'b00000;
			func 	= 6'b000000;
			type 	= 3'b100;
		end else  
		begin
			addr 	= 26'b00000000000000000000000000;
			imm 	= inst[15:0];
			rs 		= inst[25:21];
			rt 		= inst[20:16];
			rd 		= 5'b00000;
			shift 	= inst[10:6];
			func 	= inst[5:0];
			type 	= 3'b010;
		end
		if (op == 6'b101011)  
		begin 
			datamem_wren = 4'b1111;
		end else  
		begin
			datamem_wren = 4'b0000;
		end
		if (op == 6'b000100 || op == 6'b000101 || op == 6'b000010 || op == 6'b000011 || (op == 6'b000000 && func == 6'b001000))  
		begin
			regfile_wren = 0;
		end else
		begin
			regfile_wren = 1;
		end
		if (op == 6'b100011 || op == 6'b100101 || op == 6'b100000 || op == 6'b100100)  
		begin
			regfile_dmux = 0;
		end else
		begin
			regfile_dmux = 1;
		end
		if (op == 6'b000000)  
		begin
			regfile_rmux = 1;
		end else  
		begin
			regfile_rmux = 0;
		end
		if (!(op == 6'b000000 || op == 6'b000010 || op == 6'b000010))  
		begin
			alu_mux = 1;
		end else  
		begin
			alu_mux = 0;
		end
		if ((op == 6'b000000 && func == 6'b101000) || op == 6'b001100)  
		begin
			alu_ctrl = 4'b0000;
		end else 
		if ((op == 6'b000000 && func == 6'b100101) || op == 6'b001101)  
		begin
			alu_ctrl = 4'b0001;
		end else
		if ((op == 6'b000000 && func == 6'b100001) || op == 6'b001001)  
		begin
			alu_ctrl = 4'b0010;
		end else
		if  (op == 6'b000000 && func == 6'b100110)  
		begin
			alu_ctrl = 4'b0011;
		end else
		if  (op == 6'b000000 && func == 6'b100111)  
		begin
			alu_ctrl = 4'b0100;
		end else
		if  (op == 6'b000000 && func == 6'b100010)  
		begin
			alu_ctrl = 4'b0110;
		end else 
		if ((op == 6'b000000 && func == 6'b101010) || op == 6'b001010)  
		begin
			alu_ctrl = 4'b0111;
		end else
		if  (op == 6'b000000 && func == 6'b000000)  
		begin
			alu_ctrl = 4'b1000;
		end else
		if  (op == 6'b000000 && func == 6'b000010)  
		begin
			alu_ctrl = 4'b1001;
		end else
		if  (op == 6'b000000 && func == 6'b000011)  
		begin
			alu_ctrl = 4'b1010;
		end else
		if ((op == 6'b000000 && func == 6'b100000) || op == 6'b001000 || op == 6'b101011 || op == 6'b10001)  
		begin
			alu_ctrl = 4'b1011;
		end else
		if ((op == 6'b000000 && func == 6'b100010) || op == 6'b000100 || op == 6'b000101)  
		begin
			alu_ctrl = 4'b1100;
		end else
		begin
			alu_ctrl = 4'b1111;
		end
		#0.5 if (op == 6'b000010 || op == 6'b000011)  
			 begin
			 	 pc_ctrl = 3'b001;
			 end else
			 if (op == 6'b000101 && func == 6'b001000)  
			 begin
			 	 pc_ctrl = 3'b010;
			 end else
			 if (op == 6'b000100 && alu_zero == 1)  
			 begin
				 pc_ctrl = 3'b011;
			 end else
			 if (op == 6'b000101 && alu_zero == 0)  
			 begin
				 pc_ctrl = 3'b011;
			 end else
			 begin
				 pc_ctrl = 3'b000;
			 end
		 end
endmodule
File: /design/flow/run.sh
#!/bin/bash
# OpenROAD 26Q1-2900-gdf79404cd8, Yosys 0.63+post, stock flow scripts
make -C /OpenROAD-flow-scripts/flow DESIGN_CONFIG=/design/flow/config.mk WORK_HOME=/design/flow/orfs finish
File: /design/flow/config.mk
export PLATFORM = sky130hd
export DESIGN_NAME = ctrlunit
export DESIGN_NICKNAME = ctrlunit
export VERILOG_FILES = /design/flow/design.v
export SDC_FILE = /design/flow/constraint.sdc
export NUM_CORES = 4
export LEC_CHECK = 1
export CORE_AREA = 10 10 70 70
export DIE_AREA = 0 0 80 80
File: /design/flow/constraint.sdc
current_design ctrlunit

set clk_period 3.5
set clk_io_pct 0.2

create_clock -name clk0 -period $clk_period

set non_clock_inputs [all_inputs -no_clocks]
set_input_delay [expr $clk_period * $clk_io_pct] -clock clk0 $non_clock_inputs
set_output_delay [expr $clk_period * $clk_io_pct] -clock clk0 [all_outputs]
==> flow_summary_export.csv <==
group,metric,value,unit
run_status,status,"complete, no violations",
place,pre_cts_slack,59.6,ps
place,hpwl,1.53,mm
worst_setup_path,path_class,"in2out",
hold_path,hold_path.class,"in2out",
place,place_congestion,0.868,
routing,vias,661,
yosys,synth_chip_area,480,um2
routing,num_antenna_cells,0,
sta,fmax,0.300,GHz
yosys,synth_cell_types,36,
clocking,post_cts_buffers,0,
sta,final_hold_viol_count,0,
routing,wl,1.78,mm
global_route,grt_pass1_vias,661,
floorplan,ios,48,
clocking,cts-resized-gates,0,
sta,fin_ws,168,ps
floorplan,die-width,80,um
pwr,power_leakage,0.313,nW
yosys,seq_area_frac_synth,0,%
job,tool_warnings,52,
routing,drt_iter0_drc,47,
pwr,p_per_area,80.6,mW/mm2
yosys,ys_cells,76,
floorplan,core,0.00342,mm2
yosys,netlist_instances,76,
worst_setup_path,crit_path_end_kind,"primary output",
sta,fin_crit,3330,ps
cells_and_area,layout_top_cells,"clkdlybuf4s50_1 (26), buf_4 (12), nor2_1 (7)",
worst_setup_path,crit_required,2800,ps
global_route,grt_pass1_wl,3.09,mm
yosys,yosysWarnings,1,
sta,finalMaxSlewViolations,0,
cells_and_area,fillCellCount,392,
worst_setup_path,cp_max_fo,5,
routing,drtPass1Iterations,4,
pwr,peakVddDrop,0.0153,mV
cells_and_area,area_delta_synth_final,76.3,%
job,cap_violations,0,
worst_setup_path,critPathArrivalTime,2630,ps
floorplan,die_h,80,um
global_route,grt_overflow,0,
sta,tns,0,ps
floorplan,std_cell_rows,21,
sta,whs,2130,ps
cells_and_area,lay_top_count,"clkdlybuf4s50_1",
place,io_buffer_count,27,
global_route,antenna_found_initial,0,
worst_setup_path,crit_path_start_kind,"primary input",
global_route,grt_max_degree,11,
routing,drc,0,
yosys,syn_area,480,um2
sta,finalCritPeriodShare,95.2,%
cells_and_area,drive_gt1_share,15.1,%
routing,vias_per_cell,4.35,
cells_and_area,final_util,24.8,%
routing,drtAntennaViolNets,0,
floorplan,fp_util,14.1,%
yosys,syn_avg_cell_area,6.32,um2
floorplan,die_area,0.00640,mm2
global_route,grt.total_usage,5.54,%
sta,setup_viol,0,
pwr,power,0.0683,mW
clocking,hold_buffers,0,
cells_and_area,ff_count,0,
cells_and_area,seq_area,0,um2
cells_and_area,mi_logic_area,412,um2
routing,wl_per_cell,11.7,um
cells_and_area,clock_buffers,0,
through the flow:
step / area (um2) / cells
2_1_floorplan: 480 / 76
3_3_place_gp: 840 / 152
3_5_place_dp: 840 / 152
4_1_cts: 840 / 152
5_1_grt: 847 / 152
6_report: 847 / 152
cell usage after synthesis, types with 3 or more instances:
library cell,count,area (um2)
nor2_1,7,26.3
nor3_1,6,30.0
nand2_1,5,18.8
buf_4,4,30.0
inv_1,4,15.0
o21ai_0,4,20.0
a21oi_1,3,15.0
nand2b_1,3,18.8
nand3_1,3,15.0
nand3b_1,3,22.5
logic make-up (layout without fill, tap and decap cells):
kind of cell | Yosys count | after routing | share of synthesized area, %
buffers and inverters | 13 | 43 | 15.4
AOI/OAI and AO/OA | 18 | 18 | 28.4
and+or+nand+nor | 40 | 40 | 48.2
other | 1 | 1 | 0.781
xor gates and xnor gates | 4 | 4 | 7.29
where the power goes:
group	total (mW)	internal, mW	switching (mW)
Combinational	0.0683	0.0381	0.0302
Clock	0	0	0
Sequential	0	0	0
Total	0.0683	0.0381	0.0302
worst paths after layout:
check                    start         end  slack [ps]  cells after the start
worst max-delay path   inst[0]  pc_ctrl[0]         170                      6
worst min-delay path  alu_zero  pc_ctrl[1]        2130                      4
layout make-up:
cell class,count,area share [%]
Tap cell,46,6.79
Inverter,4,1.77
Multi-Input combinational cell,63,48.6
Timing Repair Buffer,39,42.8
critical path, stage by stage:
cell,delay [ps]
clkdlybuf4s50_1,410
or4b_4,580
o311ai_1,240
o21ai_1,100
a21bo_1,190
clkdlybuf4s50_1,400
metal layers:
layer  GRT usage (%)  vias to the layer above  routed length (um)
met1            8.17                      298                 826
met4               0                        0                   0
li1                -                      339                   -
met5               0                        -                   0
met3            1.36                        0                 166
met2            8.35                       24                 790
Power is estimated from default activity; no workload was simulated.
